==> ./design.v <==
module requester   #(parameter WIDTH=11)
 (input clk, input reset, 
input full, input almost_full, 
input [1:0] id,
input [6:0] request,
output reg [WIDTH-1:0] dataOut, output reg write  
);
reg [1:0] dest;  
reg [2:0] count;
reg valid;
always@(*)begin
	valid=request[0];  
	if(request[6:1]<16)begin
		dest=0;
	end
	else if(request[6:1]<32)begin
		dest=1;
	end
	else if(request[6:1]<48)begin
		dest=2;
	end
	else begin
		dest=3;
	end
end
always @(*)begin
end
always @(posedge clk or posedge reset) begin
	if (reset) begin
		dataOut <=0;
		write <=0;
		dest <=0;
		valid<=0;	
	end
	else if(valid) begin  
		if ((write & almost_full)|(~write & full)) begin
			write <=1'b0;
		end
		else begin  
			write <=1'b1;
			dataOut<={request[6:1],id,dest,valid};
			valid<=0;  
		end
	end
	else begin   
		write <=1'b0;
	end
end
endmodule
==> ./run.sh <==
#!/bin/bash
# OpenROAD 26Q1-2900-gdf79404cd8, Yosys 0.63+post, stock flow scripts
make -C /OpenROAD-flow-scripts/flow DESIGN_CONFIG=/design/flow/config.mk WORK_HOME=/design/flow/orfs finish
==> ./config.mk <==
export PLATFORM = sky130hd
export DESIGN_NAME = requester
export DESIGN_NICKNAME = requester
export VERILOG_FILES = /design/flow/design.v
export SDC_FILE = /design/flow/constraint.sdc
export NUM_CORES = 4
export LEC_CHECK = 1
export CORE_AREA = 10 10 70 70
export DIE_AREA = 0 0 80 80
==> ./constraint.sdc <==
current_design requester

set clk_period 2.5
set clk_io_pct 0.2

create_clock -name clk0 -period $clk_period [get_ports {clk}]

set non_clock_inputs [all_inputs -no_clocks]
set_input_delay [expr $clk_period * $clk_io_pct] -clock clk0 $non_clock_inputs
set_output_delay [expr $clk_period * $clk_io_pct] -clock clk0 [all_outputs]
==> flow_metrics.py <==
# Generated from Yosys and OpenROAD reports
metrics = {
    "logic_synthesis": {
        "yosysTopAreaCellShare_pct": 59.5,
        "numSynthFlops": 11,
        "largest_area_cell": "dfrtp_1",
        "synth-edff-count": 0,
        "ys_cells": 28,
        "synth.mux.area_fraction_pct": 28.9,
        "aoi_share_pct": 0,
        "flop_cell": "dfrtp_1",
        "yosys-dominant-comb-family": "multiplexers",
        "netlist_top_cells_count": "11 x dfrtp_1, 8 x mux2_4, 2 x buf_4, 2 x inv_1",
        "ys_warn_count": 1,
        "synth-xor-area-share_pct": 0,
        "ys_area_sq_um": 463,
        "adder_share_pct": 0,
        "post_synth_num_cell_types": 9,
        "async_flop_share_pct": 100,
        "synth-seq-area-share_pct": 59.5,
        "ys_sh_simple_pct": 5.95,
        "area_leaders": "dfrtp_1 59%, mux2_4 26%, buf_4 3.2%",
        "synth_top_cell_by_count": "dfrtp_1",
    },
    "outcome": {
        "error_line": "ERROR: Found 1 problems in 'check -assert'.",
        "status": "aborted with a tool error",
        "lastStage": "synthesis (1_2_yosys)",
    },
}
-- cell families after synthesis --
kind of cell,Yosys count
buffers and inverters,4
and+or+nand+nor,3
DFF,11
other,1
muxes,9
