==> flow/design.v <==
module responder 
#(parameter DATA_W=16,RESP_W=DATA_W+6+3,REQ_W=11)  
(input clk, input reset, 
input full, input almost_full, 
input [1:0] id, 
input [REQ_W-1:0] dataIn,  
input [DATA_W-1:0] reply,
output reg [RESP_W-1:0] dataOut, output reg write,  
output reg [5:0] reg_id    
);
reg valid;
reg [1:0] dest;
always @(*)begin
	if(dataIn[0])begin
		valid=dataIn[0];
		dest=dataIn[4:3];
		reg_id=dataIn[10:5];
	end
end
always @(posedge clk or posedge reset) begin
	if (reset) begin
		dataOut<=0;
		write<=0;
		dest<=0;
		reg_id<=0;
	end
	else if(valid) begin
		if ((write & almost_full)|(~write & full)) begin
			write <=1'b0;
		end
		else begin
			write <=1'b1;
			dataOut<={reply,reg_id,dest,valid};
			valid<=0;  
		end
	end
	else begin   
		write <=1'b0;
	end
end
endmodule
==> flow/run.sh <==
#!/bin/bash
# OpenROAD 26Q1-2900-gdf79404cd8, Yosys 0.63+post, stock flow scripts
make -C /OpenROAD-flow-scripts/flow DESIGN_CONFIG=/design/flow/config.mk WORK_HOME=/design/flow/orfs finish
==> flow/config.mk <==
export PLATFORM = sky130hd
export DESIGN_NAME = responder
export DESIGN_NICKNAME = responder
export VERILOG_FILES = /design/flow/design.v
export SDC_FILE = /design/flow/constraint.sdc
export NUM_CORES = 4
export LEC_CHECK = 1
export CORE_AREA = 10 10 79 79
export DIE_AREA = 0 0 89 89
==> flow/constraint.sdc <==
current_design responder

set clk_period 2.2
set clk_io_pct 0.2

create_clock -name clk0 -period $clk_period [get_ports {clk}]

set non_clock_inputs [all_inputs -no_clocks]
set_input_delay [expr $clk_period * $clk_io_pct] -clock clk0 $non_clock_inputs
set_output_delay [expr $clk_period * $clk_io_pct] -clock clk0 [all_outputs]
==> results_slide.txt <==
Implementation Results

Outcome
  • Status: stopped before the end
  • Stopped at: synthesis
  • Tool error: ERROR: Found 1 problems in 'check -assert'.

Logic synthesis
  • Flip-flops with a built-in enable: 1
  • Ys cells: 58
  • Main area contributors: dfrtp_1 52%, mux2_4 14%, buf_4 12%, mux2_2 10%, edfxtp_1 3.4%
  • Yosys top cell by instances: dfrtp_1
  • Synth warn: 1
  • Yosys chip area: 872 um2
  • Area leader share: 0.516
  • Synth area leader: dfrtp_1
  • Dominant flop cell: dfrtp_1
  • Post-synth ARST share: 0.900
  • List of most frequent post-synthesis cells: 18 x dfrtp_1, 14 x buf_4, 8 x mux2_2, 8 x mux2_4, 2 x inv_1
  • Yosys cell types: 13
  • #FFs+latches synth: 20
-- kinds of logic after synthesis --
logic type | Yosys count | share of synthesized area
DFF | 19 | 0.551
muxes | 17 | 0.257
buffers and inverters | 17 | 0.142
and+or+nand+nor | 3 | 0.0287
latches | 1 | 0.0172
other | 1 | 0.00430
