$ cat flow/design.v
module pageRankv1 #(parameter N=4, WIDTH=16)
(
input clk,
input reset,
input [N*N-1:0] adjacency,
input [N*WIDTH-1:0] weights,
output reg [WIDTH-1:0] node0Val
);
localparam base=17'h10000;
localparam d = 16'h2666;    
localparam dn = d/N;  
localparam db = base-d;  
localparam n_1=base/4;   
reg [WIDTH-1:0] nodeVal [N-1:0];  
reg [WIDTH-1:0] nodeVal_next [N-1:0];  
reg [WIDTH-1:0] nodeWeight [N-1:0];  
reg adj [N-1:0] [N-1:0];  
reg [N-1:0] i,j,k,p,q,r;
reg [N-1:0] count;
reg [3*WIDTH-1:0] temp;  
always @ (*) begin
	count = 0;
	for (p=0; p<N; p=p+1) begin
		for (q=0; q<N; q=q+1) begin
			adj[p][q] = adjacency[count];
			count = count+1;
		end
	end
end
always @ (*) begin
	for (r=0; r<N; r=r+1) begin
		nodeWeight[r] = weights[r*WIDTH+:WIDTH];
	end
end
 reg [WIDTH-1:0] node1Val;
 reg [WIDTH-1:0] node2Val;
 reg [WIDTH-1:0] node3Val;
always @ (*) begin
	node0Val = nodeVal[0];
	node1Val = nodeVal[1];
	node2Val = nodeVal[2];
	node3Val = nodeVal[3];
end
reg [4:0] page;
always @(posedge clk or posedge reset) begin
	if (reset) 
		page=N-1;		
	else begin
		page=page+1;
		if(page==N) page=0;
	end
end
always@(page)begin
	nodeVal_next[page]=dn;
	for (k=0; k<N; k=k+1) begin
		if(adj[page][k]==1'b1) begin
			temp = db * nodeWeight[k] * nodeVal[k];
			nodeVal_next[page] = nodeVal_next[page] + temp[47:32]; 
		end
	end
end
always @(page,reset)begin
	if(reset)begin
		for (i=0; i<N; i=i+1) begin
		nodeVal[i] <= n_1;  
		end
	end
	else begin
		if(page==N-1)begin
			for (i=0;i<N;i=i+1) begin
				nodeVal[i] <= nodeVal_next[i];
			end
		end 
	end
end
endmodule
$ cat flow/run.sh
#!/bin/bash
# OpenROAD 26Q1-2900-gdf79404cd8, Yosys 0.63+post, stock flow scripts
make -C /OpenROAD-flow-scripts/flow DESIGN_CONFIG=/design/flow/config.mk WORK_HOME=/design/flow/orfs finish
$ cat flow/config.mk
export PLATFORM = sky130hd
export DESIGN_NAME = pageRankv1
export DESIGN_NICKNAME = pageRankv1
export VERILOG_FILES = /design/flow/design.v
export SDC_FILE = /design/flow/constraint.sdc
export NUM_CORES = 4
export LEC_CHECK = 1
export CORE_UTILIZATION = 30
$ cat flow/constraint.sdc
current_design pageRankv1

set clk_period 4.6
set clk_io_pct 0.2

create_clock -name clk0 -period $clk_period [get_ports {clk}]

set non_clock_inputs [all_inputs -no_clocks]
set_input_delay [expr $clk_period * $clk_io_pct] -clock clk0 $non_clock_inputs
set_output_delay [expr $clk_period * $clk_io_pct] -clock clk0 [all_outputs]
==> results.py <==
# Metrics from the implementation run
metrics = {
    "logic_synthesis": {
        "synthTopCellsByCount": "2140 x inv_1, 1944 x fa_1, 1473 x nand2_1",
        "synthFlopType": "dlxtp_1",
        "async_reset_ff_share_pct": 3.76,
        "synth_top_cell_by_area": "fa_1",
        "yosys.area_share.simple_pct": 15.0,
        "top_cell": "inv_1",
        "ys_cells": 9334,
        "ys_sh_mux_pct": 0.286,
        "ys_sh_adder_pct": 62.7,
        "ys.flops": 133,
        "top_logic_kind": "adder cells",
        "synthXorXnorAreaFrac_pct": 2.38,
        "ys_warn_count": 1228,
        "yosysUniqueCellTypes": 93,
        "yosys_area_um2": 83000,
        "netlist_instances": 9334,
        "syn-cell-area_um2": 83000,
        "edf_count": 0,
        "avgSynthCellArea_um2": 8.89,
        "synthTopCellsByArea": "fa_1 47%, ha_1 16%, inv_1 9.7%, nand2_1 6.7%, and2_1 4.1%",
        "top_area_share_pct": 46.9,
        "ys_sh_aoi_pct": 5.69,
    },
    "cts": {
        "cts_buffers": 3,
        "cts-resized-gates": 0,
        "cts_tree": "built",
        "root_buffer": "clkbuf_16",
        "cts.clk_slew.worst_paths_ps": 30,
        "ctsHoldBuffers": 0,
        "clockBufferDepth": 2,
        "htreeDepth": 1,
        "insertion_delay_ps": 230,
        "post_cts_buffers": 0,
    },
    "timing": {
        "worstMarginPinSlew_ps": 993,
        "max_slew_margin_pct": 33.3,
        "fin_setup_tns_ps": 0,
        "setup_viol": 0,
        "skew_ps": 1.48,
        "slew_violations": 0,
        "finalClockPeriodUsage_pct": 38.5,
        "max_freq_mhz": 564,
        "hold_viol": 0,
        "fin_crit_ps": 1770,
        "unclocked_regs": 128,
        "rsz0062_at_grt": "false",
        "finalWorstSetupSlack_ps": 2830,
        "untimed_endpoints": 144,
    },
    "final_layout": {
        "logic_area_um2": 71600,
        "drive_above_1_share_pct": 2.75,
        "nFillCells": 28500,
        "flop_area_um2": 2050,
        "area_delta_synth_final_pct": 6.92,
    },
    "global_routing": {
        "grt_pass1_vias": 64000,
        "grt_usage_pct": 15.9,
        "grt_max_degree": 66,
        "antenna_found_initial": 3,
        "grt_pass1_wl_um": 340000,
        "overflow": 0,
    },
    "placed_design": {
        "port_buffers": 97,
        "pre_cts_ws_ps": 2870,
        "gp_routability_congestion": 0.933,
        "hpwlAfterDp_um": 156000,
    },
    "floorplan": {
        "die_h_um": 528,
        "initCoreUtil_pct": 30.3,
        "die_width_um": 528,
        "ioPinCount": 98,
        "rows": 192,
        "core-area_um2": 274000,
        "die-area_um2": 279000,
    },
    "routing": {
        "drc": 0,
        "vias": 59000,
        "first_iter_violations": 2367,
        "drt-vias-per-instance": 4.56,
        "firstDrtPassIters": 6,
        "postRouteAntennaNets": 0,
        "wl_um": 201000,
        "wl_per_cell_um": 15.5,
    },
    "worst_setup_path": {
        "crit_path_end_kind": "register",
        "cp_max_fo": 55,
        "start_kind": "register",
        "crit_arrival_ps": 1870,
        "required_ps": 4700,
        "crit_type": "reg -> reg",
    },
    "status": {
        "status": "finished, final reports clean",
    },
    "worst_hold_path": {
        "min_path_type": "reg -> reg",
    },
    "job": {
        "warning_count": 40,
        "cap_violations": 0,
    },
}
[worst paths after layout]
path                       slack [ps]    start      end  depth (start not counted)
max reg2reg                      2830  page[0]  page[4]                          4
min reg2reg                       490  page[4]  page[4]                          1
max in group asynchronous        3630    reset  page[1]                          2
min in group asynchronous         710    reset  page[3]                          2
min                               490  page[4]  page[4]                          1
max                              2830  page[0]  page[4]                          4
[state kept, by name, indices dropped and copies added, names as in the netlist]
signal / cells
nodeVal: 64
nodeVal_next: 64
page: 5
[worst max-delay path, stage by stage, from the launching register on]
cell     delay [ps]
dfstp_2         590
ha_2            200
buf_4           480
nand3_1         190
xnor2_1         170
[cell usage in the layout (no fill, tap or decap), types with 13 or more instances in the layout]
master and instances:
o2111ai_1 16, or3_1 14, nand2_1 1473, nor2_1 259
inv_1 2140, o22ai_1 14, nand2b_1 64, conb_1 16
o21bai_1 22, o21ai_1 28, a211oi_1 19, dlxtn_1 64
xor2_1 56, a31oi_1 19, fa_1 1944, nor2b_1 111
dlxtp_1 64, nand4_1 37, mux2i_1 17, o21a_1 39
nand3_1 85, a21o_1 77, clkdlybuf4s50_1 96, a21boi_1 13
nor3_1 53, and2_1 538, a21oi_1 234, xnor2_1 168
o21ai_0 93, ha_1 1047, buf_4 192, o211ai_1 26
o31ai_1 16, and3_1 29
[logic make-up (layout without fill, tap and decap cells)]
| logic type | after synthesis | after routing |
|---|---|---|
| compound gates | 718 | 718 |
| xor+xnor | 226 | 226 |
| fa+ha+maj | 2995 | 2995 |
| buf+inv | 2535 | 2434 |
| flops | 5 | 5 |
| latches | 128 | 128 |
| mux | 23 | 23 |
| other cells | 2 | 17 |
| simple gates | 2702 | 2702 |
[stage by stage]
stage / hold slack (ps) / area (um^2) / util (%) / instances
after detailed placement: 470 / 88700 / 32.3 / 12900
after global placement: 479 / 88700 / 32.3 / 12900
after global routing: 517 / 88800 / 32.4 / 12900
final: 488 / 88800 / 32.4 / 12900
after floorplan: 446 / 83100 / - / 9348
after CTS: 494 / 88800 / 32.4 / 12900
[metal layers]
metal | wire length, um | vias up | GRT usage (%)
met5 | 12 | - | 0.0519
met3 | 17900 | 183 | 5.69
met2 | 92600 | 1836 | 25.1
li1 | - | 27800 | -
met4 | 3260 | 2 | 2.18
met1 | 87000 | 29200 | 22.2
[cell type report]
cell class	count	area share, %
timing repair buffer	289	2.71
sequential	133	2.31
inverter	2141	9.05
tap	3686	5.20
clock buffer	4	0.0888
multi-input combinational	6680	80.6
antenna	1	0.00282
