===== design/flow/run.sh =====
#!/bin/bash
# OpenROAD 26Q1-2900-gdf79404cd8, Yosys 0.63+post, stock flow scripts
make -C /OpenROAD-flow-scripts/flow DESIGN_CONFIG=/design/flow/config.mk WORK_HOME=/design/flow/orfs finish

===== design/flow/config.mk =====
export PLATFORM = sky130hd
export DESIGN_NAME = pageRank16
export DESIGN_NICKNAME = pageRank16
export VERILOG_FILES = /design/flow/design.v
export SDC_FILE = /design/flow/constraint.sdc
export NUM_CORES = 4
export LEC_CHECK = 1
export CORE_UTILIZATION = 50

===== design/flow/constraint.sdc =====
current_design pageRank16

set clk_period 3.8
set clk_io_pct 0.2

create_clock -name clk0 -period $clk_period [get_ports {clk}]

set non_clock_inputs [all_inputs -no_clocks]
set_input_delay [expr $clk_period * $clk_io_pct] -clock clk0 $non_clock_inputs
set_output_delay [expr $clk_period * $clk_io_pct] -clock clk0 [all_outputs]

===== design/flow/design.v =====
module pageRank16 #(parameter N=4, WIDTH=16)
(
input clk,
input reset,
input [N*N-1:0] adjacency,
input [N*WIDTH-1:0] weights,
output reg [WIDTH-1:0] node0Val
);
localparam base=17'h10000;
localparam d = 16'h2666;    
localparam dn = d/N;  
localparam db = base-d;  
localparam n_1=base/4;   
reg [WIDTH-1:0] nodeVal [N-1:0];  
reg [WIDTH-1:0] nodeWeight [N-1:0];  
reg adj [N-1:0] [N-1:0];  
reg [N-1:0] i,j,k,p,q,r;
reg [N-1:0] count;
reg [3*WIDTH-1:0] temp;  
always @ (*) begin
	count = 0;
	for (p=0; p<N; p=p+1) begin
		for (q=0; q<N; q=q+1) begin
			adj[p][q] = adjacency[count];
			count = count+1;
		end
	end
end
always @ (*) begin
	for (r=0; r<N; r=r+1) begin
		nodeWeight[r] = weights[r*WIDTH+:WIDTH];
	end
end
reg [WIDTH-1:0] node1Val;
reg [WIDTH-1:0] node2Val;
reg [WIDTH-1:0] node3Val;
always @ (*) begin
	node0Val = nodeVal[0];
	node1Val = nodeVal[1];
	node2Val = nodeVal[2];
	node3Val = nodeVal[3];
end
reg [5:0] page;
always @(posedge clk or posedge reset) begin
	if (reset) 
		page=N-1;		
	else begin
		page=page+1;
		if(page==N) page=0;
	end
end
always@(page,reset)begin
	if(reset)begin
		for (i=0; i<N; i=i+1) begin
		nodeVal[i] = n_1;  
		end
	end
	else begin
		nodeVal[page]=dn;
		for (k=0; k<N; k=k+1) begin
			if(adj[page][k]==1'b1) begin
				temp = db * nodeWeight[k] * nodeVal[k];
				nodeVal[page] = nodeVal[page] + temp[3*WIDTH-1:2*WIDTH]; 
			end
		end	
	end
end
endmodule

==> flow_summary.toml <==
# flow metrics
[timing]
fin_worst_setup_slack_ns = 2.12
max_freq_mhz = 597
skew_ns = 0.00542
worst_margin_slew_ns = 1.08
unconstrained_endpoints = 80
report.final.setup_viol = 0
rsz_0062_raised_after_global_routing = "false"
period_used_pct = 44.1
final.setup.tns_ns = 0
finalWorstPathRequiredPeriod_ns = 1.68
report.final.hold_viol_count = 0
unclocked_regs = 64
pins_over_slew_limit = 0
timing.slew.headroom_pct = 27.2

[clock_tree]
root_buffer = "clkbuf_16"
clk-insertion-delay-late_ns = 0.23
clk_transition_reported_paths_ns = 0.04
clock_tree_from_tritoncts = "built"
cts_hold_buf = 0
max-clock-path-buffers = 2
cts.repair_timing.setup_buffer_count = 0
cts_resized = 0
h_tree_levels = 1
numCtsBuffers = 3

[setup_path]
timing.setup.critical_path_class = "reg2reg"
r2r_cells = 4
r2r-end = "page[4]"
startpoint_types = "register"
timing.critical_path.fanout_max = 42
timing.critical_path.from = "page[0]"
crit_arrival_ns = 1.79
type_of_element_capturing_the_critical_path = "register"
crit-reg2reg-launch = "page[0]"
timing.reg2reg.setup_slack_ns = 2.12
worstPathRequired_ns = 3.91

[synthesis]
synth.cell_area_mm2 = 0.0854
synth_stat.cells = 9999
yosysWarnings = 1343
syn_inst = 9999
async_reset_ff_share_pct = 8.57
dominantRegCellSynth = "dlxtn_1"
enable_flop_cells = 0
netlist-cell-type-count = 99
post_synth.cell_area_avg_um2 = 8.54
numSynthFlops = 70
synth_chip_area_mm2 = 0.0854

[global_route]
grt_remaining_overflow = 0
global_route_usage_over_all_layers_pct = 30.0
pin_count_of_the_biggest_net_entering_global_routing = 70
grt_pass1_vias = 68300
grt_first_pass_wirelength_um = 376000
antenna_found_initial = 3

[finish]
fill_cells = 15400
layout_cells_sized_above_1_pct = 3.38
area_growth_pct = 4.92
most-common-layout-cells = "inv_1 (2,477), fa_1 (1,950), nand2_1 (1,540)"
final_layout_top_logic_cell = "inv_1"

[drt]
first_pass_iters = 6
route.detailed.wl_per_inst_um = 19.0
detailed_route_via_count = 64700
routed_via_count_divided_by_cell_count = 5.32
drt_wl_total_um = 231000
drcViolationCount = 0
drt_iter0_drc = 2942
number_of_nets_with_antenna_violations_after_routing = 0

[placement]
port_buf_inserts = 97
post-place-ws_ns = 2.11
dp.final_hpwl_um = 183000
place.gp.congestion = 1.00

[floorplanning]
floorplan.core_util_pct = 50.4
die_h_um = 415
die_area_mm2 = 0.172
io_pins = 98
core-area_mm2 = 0.169
core.rowCount = 151
die-width_um = 415

[outcome]
run_status = "finished clean"

[flow_run]
warning_count = 36
drv_cap = 0

[worst_hold_path]
hold-path-cell-count = 1
hold_class = "reg2reg"
holdCritStartpoint = "page[5]"
whs_endpoint = "page[5]"
-- worst max-delay path, stage by stage, from the launching register on --
cell and delay [ns]:
dfstp_2 0.57, ha_2 0.21, buf_4 0.45, nand3_1 0.18
xnor2_1 0.16
-- sequential cells by signal (all words and copies together) (netlist names) --
name,flops
page,6
nodeVal,64
-- how the worst max path moves through the flow --
stage,endpoint,depth (start not counted)
CTS,page[4],4
global route,page[4],4
finish,page[4],4
-- routing by layer --
layer / track usage [%] / up-vias / wire (µm)
li1: - / 29900 / -
met1: 43.4 / 31900 / 93800
met2: 45.4 / 2652 / 107000
met3: 12.6 / 276 / 25800
met4: 4.90 / 6 / 4800
met5: 0.278 / - / 86
-- cell families after synthesis --
kind of cell               share of synthesized area [%]
other                                            0.00880
muxes                                              0.510
DFF                                                0.179
AOI/OAI and AO/OA                                   7.19
xor gates and xnor gates                            2.24
and+or+nand+nor                                     15.0
latches                                             1.13
adders and majority gates                           61.0
buffers and inverters                               12.7
-- Yosys cell counts, drive strengths merged (60+ instances only) --
master | instances | area [µm²]
a21oi | 258 | 1300
a21o | 103 | 773
dlxtn | 64 | 961
nand3 | 93 | 475
fa | 1950 | 39000
and2 | 384 | 2400
inv | 2477 | 9300
o21ai | 164 | 825
a211oi | 60 | 450
clkbuf | 372 | 1400
nand2 | 1541 | 5790
ha | 1044 | 13100
o21a | 60 | 450
nor2 | 455 | 1710
nor3 | 125 | 631
nand2b | 66 | 413
xnor2 | 158 | 1400
-- stage by stage --
stage          cell area (µm²)  instances  utilization (%)  hold WS [ns]
5_1_grt                  89500      12200             52.8         0.517
2_1_floorplan            85400      10000                -         0.469
4_1_cts                  89500      12200             52.8         0.498
3_3_place_gp             89500      12200             52.8         0.503
6_report                 89600      12200             52.8         0.497
3_5_place_dp             89500      12200             52.8         0.490
-- area by class of cell --
type | count | area (µm²) | share of cell area (%)
antenna | 4 | 10.0 | 0.0112
clock buffer | 4 | 78.8 | 0.0880
inverter | 2480 | 9310 | 10.4
multi-input combinational | 7070 | 73700 | 82.3
sequential | 70 | 1110 | 1.24
tap | 2218 | 2780 | 3.10
timing repair buffer | 312 | 2580 | 2.88
