`run.sh`:
```
#!/bin/bash
# OpenROAD 26Q1-2900-gdf79404cd8, Yosys 0.63+post, stock flow scripts
make -C /OpenROAD-flow-scripts/flow DESIGN_CONFIG=/design/flow/config.mk WORK_HOME=/design/flow/orfs finish
```
`config.mk`:
```
export PLATFORM = sky130hd
export DESIGN_NAME = pageRank16V3
export DESIGN_NICKNAME = pageRank16V3
export VERILOG_FILES = /design/flow/design.v
export SDC_FILE = /design/flow/constraint.sdc
export NUM_CORES = 4
export LEC_CHECK = 1
export CORE_AREA = 10 10 226 226
export DIE_AREA = 0 0 236 236
export SYNTH_HDL_FRONTEND = slang
```
`constraint.sdc`:
```
current_design pageRank16V3

set clk_period 2.2
set clk_io_pct 0.2

create_clock -name clk0 -period $clk_period [get_ports {clk}]

set non_clock_inputs [all_inputs -no_clocks]
set_input_delay [expr $clk_period * $clk_io_pct] -clock clk0 $non_clock_inputs
set_output_delay [expr $clk_period * $clk_io_pct] -clock clk0 [all_outputs]
```
`design.v`:
```
module  pageRank16V3 #(parameter N=16, WIDTH=16)
(
input clk,
input reset,
input [N*N-1:0] adjacency,
input [N*WIDTH-1:0] weights,
output reg [WIDTH-1:0] node0Val
);
localparam base=17'h10000;
localparam d = 16'h2666;    
localparam dn = d/N;  
localparam db = base-d;  
localparam n_1=base/N;   
reg [WIDTH-1:0] nodeVal [N-1:0];  
reg [WIDTH-1:0] nodeWeight_db [N-1:0];  
reg [N-1:0] adj [N-1:0];  
reg [N-1:0] i,j,k,p,q,r;
reg [N-1:0] count;
reg [3*WIDTH-1:0] temp;  
always @ (*) begin
	count = 0;
	for (p=0; p<N; p=p+1) begin
		for (q=0; q<N; q=q+1) begin
			adj[p][q] = adjacency[count];
			count = count+1;		
		end
	end
end
always @ (*) begin
	for (r=0; r<N; r=r+1) begin
		nodeWeight_db[r] = db*weights[r*WIDTH+:WIDTH];
	end
end
reg [WIDTH-1:0] node1Val;
reg [WIDTH-1:0] node2Val;
reg [WIDTH-1:0] node3Val;
always @ (*) begin
	node0Val = nodeVal[0];
	node1Val = nodeVal[1];
	node2Val = nodeVal[2];
	node3Val = nodeVal[3];
end
reg [5:0] page;
always @(posedge clk or posedge reset) begin	
	if (reset) 
		page=N-1;		
	else begin
		page=page+2;
		if(page==N) page=0;
	end
end
reg [WIDTH-1:0] a0,b0,a1,b1;
wire [3*WIDTH-1:0] c0,c1;
always@(page,reset)begin
	if(reset)begin
		for (i=0; i<N; i=i+1) begin
		nodeVal[i] = n_1;  
		end
	end
	else begin
		nodeVal[page]=dn;
		for (k=0; k<N; k=k+2) begin
			if(adj[page][k]==1'b1 && k!=page) begin   
				temp =  nodeWeight_db[k] * nodeVal[k];
				nodeVal[page] = nodeVal[page] + temp[3*WIDTH-1:2*WIDTH];				
			end
			if(adj[page][k+1]==1'b1 && (k+1)!=page) begin   
				temp =  nodeWeight_db[k+1] * nodeVal[k+1];
				nodeVal[page] = nodeVal[page] + temp[3*WIDTH-1:2*WIDTH]; 				
			end
		end
	end
end
endmodule
```
==> flow_metrics.env <==
# source this file to load flow results
export IMPL_status="finished clean"
export IMPL_antenna_found_initial=1
export IMPL_gr_usage_met3_pct=1.14
export IMPL_synthTopCellsByArea="dlxtp_1, buf_4, dfstp_2, dfrtp_1, inv_1"
export IMPL_ys_cells=68
export IMPL_power_density_mw_per_mm2=276
export IMPL_syn_inst=68
export IMPL_ioPinCount=530
export IMPL_vdd_ir_drop_max_v=0.000185
export IMPL_grt_overflow_total=0
export IMPL_io_buffers=17
export IMPL_max_freq_ghz=0.635
export IMPL_ant_nets=0
export IMPL_grt_pass1_wl_mm=1.87
export IMPL_layout_top_cells="clkdlybuf4s50_1, dlxtp_1, conb_1"
export IMPL_ys_ff=22
export IMPL_vias=347
export IMPL_min_delay_start="page[0]"
export IMPL_post_synth_cell_area_avg_um2=10.4
export IMPL_finalSetupViolations=0
export IMPL_viasPerCell=0.511
export IMPL_unclocked_pins=16
export IMPL_drtIter0Drc=10
export IMPL_grt_max_degree=17
export IMPL_fin_util_pct=3.40
export IMPL_finalHoldViolCount=0
export IMPL_seq_area_um2=395
export IMPL_gr_max_usage_layer="met3"
export IMPL_drt_wl_total_mm=1.26
export IMPL_cts_buffer_depth=2
export IMPL_tns_ns=0
export IMPL_cts_resized=0
export IMPL_dpl_cell_area_mm2=0.00150
export IMPL_top_area_share_pct=33.9
export IMPL_die_h_um=236
export IMPL_grtUsageTotal_pct=0.492
export IMPL_warnings=537
export IMPL_cts_setup_buffers=0
export IMPL_grt_pass1_vias=347
export IMPL_fillers=5454
export IMPL_r2r_slack_ns=0.63
export IMPL_clock_skew_final_ns=0.00171
export IMPL_comb_area_um2=148
export IMPL_r2r_cells=4
export IMPL_p_leak_nw=0.410
export IMPL_area_growth_pct=122
export IMPL_worst_slack_ns=0.626
export IMPL_num_rows=79
export IMPL_period_minus_slack_ns=1.57
export IMPL_clockRootBuffer="clkbuf_16"
export IMPL_start_kind="flop"
export IMPL_initial_core_util_pct=1.53
export IMPL_grt_setup_unrepaired="no"
export IMPL_path_class="reg2reg"
export IMPL_final_common_cell="clkdlybuf4s50_1"
export IMPL_hold_path_class="reg2reg"
export IMPL_routabilityCongestion=0.615
export IMPL_min_path_cells=0
export IMPL_coreArea_mm2=0.0464
export IMPL_clk_pin_slew_worst_paths_ns=0.03
export IMPL_dr_pass1_iters=2
export IMPL_cp_arrival_ns=1.67
export IMPL_ys_area_um2=709
export IMPL_drc=0
export IMPL_min_to="page[0]"
export IMPL_yosysWarningCount=5866
export IMPL_grt_use_met2_pct=0.426
export IMPL_r2r_start="page[1]"
export IMPL_worstReg2RegEnd="page[4]"
export IMPL_use_met1_pct=0.370
export IMPL_required_ns=2.30
export IMPL_cts_max_level=1
export IMPL_drive_above_1_share_pct=14.1
export IMPL_largest_area_cell="dlxtp_1"
export IMPL_stdcell_area_mm2=0.00158
export IMPL_syn_area_um2=709
export IMPL_die_w_um=236
export IMPL_drv_cap=0
export IMPL_clk_latency_ns=0.23
export IMPL_crit_path_end_kind="flop"
export IMPL_cts_made_buffers=3
export IMPL_cts_tree="built"
export IMPL_ys_types=21
export IMPL_dieArea_mm2=0.0557
export IMPL_slew_violations=0
export IMPL_untimed_endpoints=22
export IMPL_pre_cts_slack_ns=0.636
export IMPL_wl_per_cell_um=1.85
export IMPL_crit_fanout=5
export IMPL_cts_hold_buf=0
export IMPL_finalCritPeriodShare_pct=71.6
## how the worst max path moves through the flow
stage	start	depth (start not counted)	slack (ns)	endpoint
4_1_cts	page[1]	4	0.63	page[4]
5_1_grt	page[1]	4	0.58	page[4]
6_report	page[1]	4	0.63	page[4]
## Yosys cell counts
master,instances
buf_4,17
dlxtp_1,16
inv_1,6
buf_2,4
clkbuf_1,4
dfstp_2,4
dfrtp_1,2
nand2_1,2
buf_6,1
clkinv_1,1
conb_1,1
ha_1,1
nand2b_1,1
nand3_1,1
nand3_4,1
nor2_1,1
nor4_2,1
o41a_1,1
xnor2_1,1
xnor2_2,1
xor2_1,1
## critical path: stages, from the launching register on
cell	delay, ns
dfstp_2	0.57
ha_1	0.24
nand3_4	0.09
xnor2_2	0.15
o41a_1	0.40
## through the flow
step                total power [W]  hold WS (ns)  cells
floorplan                  0.000142         0.321     77
global placement           0.000147         0.367    675
detailed placement         0.000148         0.371    675
CTS                        0.000441         0.379    678
global route               0.000451         0.381    678
finish                     0.000434         0.379    679
## cells by family after synthesis
kind of cell    Yosys count  synth area share, %
compound gates            1                 1.59
xor+xnor                  3                 4.76
fa+ha+maj                 1                 1.76
buf+inv                  33                 28.2
flops                     6                 21.9
latches                  16                 33.9
other cells               1                0.529
simple gates              7                 7.41
## flip-flops by register name, indices dropped and copies added, names as in the netlist
name,count
page,6
node0Val,16
## metal layers
layer / vias to the layer above / share of wire [%]
met2: 20 / 25
li1: 175 / -
met5: - / 0
met1: 152 / 34
met3: 0 / 41
met4: 0 / 0
## report_power, final
group	leakage, nW	switching, W	internal [W]
Combinational	0.177	0.00000744	0.0000143
Sequential	0.197	0.00000174	0.000122
Clock	0.0370	0.0000558	0.000233
## layout make-up
class / instances / share of cell area (%)
tap: 607 / 48.2
sequential: 22 / 25.1
timing repair buffer: 17 / 10.8
multi-input combinational: 22 / 9.37
clock buffer: 3 / 4.76
inverter: 7 / 1.67
antenna: 1 / 0.159
Power figures rest on the tool's default switching activity, not on a simulated workload.
