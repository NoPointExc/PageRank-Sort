==> /design/flow/design.v <==
module pageRankSample #(parameter N=4, WIDTH=16)
(
input clk,
input reset,
input [N*N-1:0] adjacency,
input [N*WIDTH-1:0] weights,
output reg [WIDTH-1:0] node0Val,
output reg [WIDTH-1:0] node1Val,
output reg [WIDTH-1:0] node2Val,
output reg [WIDTH-1:0] node3Val
);
localparam d = 16'h2666;    
localparam dn = 16'h099a;  
localparam db = 16'hd99a;  
reg [WIDTH-1:0] nodeVal [N-1:0];  
reg [WIDTH-1:0] nodeVal_next [N-1:0];  
reg [WIDTH-1:0] nodeWeight [N-1:0];  
reg adj [N-1:0] [N-1:0];  
reg [N-1:0] i,j,k,p,q,r;
reg [N-1:0] count;
reg [3*WIDTH-1:0] temp;  
always @ (*) begin
	count = 0;
	for (p=0; p<N; p=p+1) begin
		for (q=0; q<N; q=q+1) begin
			adj[p][q] = adjacency[count];
			count = count+1;
		end
	end
end
always @ (*) begin
	for (r=0; r<N; r=r+1) begin
		nodeWeight[r] = weights[r*WIDTH+:WIDTH];
	end
end
always @ (*) begin
	node0Val = nodeVal[0];
	node1Val = nodeVal[1];
	node2Val = nodeVal[2];
	node3Val = nodeVal[3];
end
always @ (*) begin
	for (j=0; j<N; j=j+1) begin
		nodeVal_next[j] = dn;
		for (k=0; k<N; k=k+1) begin
			if(adj[j][k]==1'b1) begin
				temp = db * nodeWeight[k] * nodeVal[k];
				nodeVal_next[j] = nodeVal_next[j] + temp[47:32]; 
			end
		end
	end
end
always @ (posedge clk, posedge reset) begin
  if (reset) begin
	for (i=0; i<N; i=i+1) begin
		nodeVal[i] <= 16'h4000;  
	end
   end
   else begin
	for (i=0; i<N;i=i+1) begin	
		nodeVal[i] <= nodeVal_next[i]; 
	end
   end
end	
endmodule
==> /design/flow/run.sh <==
#!/bin/bash
# OpenROAD 26Q1-2900-gdf79404cd8, Yosys 0.63+post, stock flow scripts
make -C /OpenROAD-flow-scripts/flow DESIGN_CONFIG=/design/flow/config.mk WORK_HOME=/design/flow/orfs finish
==> /design/flow/config.mk <==
export PLATFORM = sky130hd
export DESIGN_NAME = pageRankSample
export DESIGN_NICKNAME = pageRankSample
export VERILOG_FILES = /design/flow/design.v
export SDC_FILE = /design/flow/constraint.sdc
export NUM_CORES = 4
export LEC_CHECK = 1
export CORE_UTILIZATION = 30
==> /design/flow/constraint.sdc <==
current_design pageRankSample

set clk_period 20.0
set clk_io_pct 0.2

create_clock -name clk0 -period $clk_period [get_ports {clk}]

set non_clock_inputs [all_inputs -no_clocks]
set_input_delay [expr $clk_period * $clk_io_pct] -clock clk0 $non_clock_inputs
set_output_delay [expr $clk_period * $clk_io_pct] -clock clk0 [all_outputs]
==> changes_impl.md <==
### Metrics

- Final-report setup violation count: 0
- Drt first pass iters: 6
- HP Class: reg2reg
- Top Registers: nodeVal x64
- Max transition margin: roughly two fifths
- Final min period: ~19000 ps
- Mapped Cells: about 11000
- Syn. warnings: 5
- TritonCTS buffer count: 9
- Clock Tree Root: clkbuf_16
- CP max-delay cell: fa_1
- Final setup margin: roughly 600 ps
- CP Launch Type: input pin
- Ys async rst share: around 100%
- Chip Area: ~0.31 mm²
- Share of layout cells above drive strength 1: between 10% and 20%
- First-pass GRT wire length: between 400 and 500 mm
- Final Max Slew Viols: 0
- DIE WIDTH: approximately 550 µm
- GPL Wtd Cong: around 0.9
- Clock Skew: around 8.3 ps
- P&R area growth vs syn: 15.7%
- CTS tree: done
- Seq share, synth: under 10%
- Tool warnings: 32
- Synthesized area per cell: roughly 8.7 µm²
- TritonCTS sink count: 64
- Max-cap viol count: 0
- CP max stage delay: 550 ps
- Final Non-Filler Cells: approximately 15000
- Ys cells: 10600
- Synth area leader: fa_1
- Fin util: a little over a third
- Post-synth top flop: dfrtp_1
- Area leader share: a little over two fifths
- Syn Std Cell Area: a little over 0.09 mm²
- WP data arrival: 19640 ps
- Routed Antenna Nets: 0
- Slew of the pin with the lowest slew margin: 918 ps
- YS chip area: between 0.09 and 0.1 mm²
- Residual overflow from global routing: 0
- Total wire length: 243 mm
- Vias in the first global route: about 74000
- Crit. End Element: flip-flop
- Worst-path maximum fanout: 5
- Core Area: around 0.30 mm²
- DR DRC count: 0
- Post-synth EDFFs: 0
- GRT Util Overall: 17.0%
- CP most frequent cell: fa_1
- Port Buffers: around 150
- Crit share post-route: 97.0%
- Max FFs per register: 64
- Via count: 71500
- Yosys cell types: slightly above 90
- Dpl ws: -1110 ps
- Cell Rows: a little over 200
- Maximum clock path buffer count: 2
- FMAX: a little over 50 MHz
- Most numerous cell in the Yosys netlist: inv_1
- Final hold violations: 0
- Antenna violations before repair: 19
- Status: finished clean
- Initial Util: a little under a third
- Initial drt markers: 2813
- Most frequent cells after synthesis: 2249 x inv_1, 1956 x fa_1, 1539 x nand2_1
- Final setup TNS: 0 ps
- Clock-pin slew on the worst setup and hold paths: roughly 60 ps
- Top reg by flops: nodeVal
- RSZ-0062 raised after global routing: yes
- WL/cell: 16.0 µm
- Top-Level Pins: between 100 and 150
- Worst Path Required: 20240 ps
- Htree depth: 3
- CP Class: in2reg
- Placed Cells: ~15000
- Registers, synthesis: 64
- Maximum number of pins on one net before global-route repair: just over 80
- Top cells by area: fa_1 43%, ha_1 16%, inv_1 9.2%, nand2_1 6.3%, and2_1 3.6%
- DPL Wire Length: roughly 200 mm
- DIE HEIGHT: approximately 550 µm
- Clock latency (worst-skew pair): ~360 ps
- Vias per cell: between 4 and 5
- Filler cells: between 30000 and 40000
==> final cells by class <==
| type | instances | area, µm² | area share, % |
|---|---|---|---|
| tap | 3978 | 4980 | 4.70 |
| multi-input combinational | 7726 | 80900 | 76.4 |
| clock inverter | 4 | 45.0 | 0.0425 |
| timing repair buffer | 1214 | 9690 | 9.15 |
| sequential | 64 | 1610 | 1.52 |
| clock buffer | 11 | 243 | 0.229 |
| inverter | 2252 | 8450 | 7.98 |
| antenna | 5 | 12.5 | 0.0118 |
==> critical path, delay by kind of cell <==
| kind | cells | cell delay [ps] |
|---|---|---|
| adder cells (fa/ha/maj) | 17 | 6700 |
| XOR/XNOR | 4 | 640 |
| AND/OR/NAND/NOR | 9 | 1440 |
| AND-OR/OR-AND | 32 | 5610 |
| buffers and inverters | 15 | 1210 |
==> worst paths after layout <==
| kind | start | end | slack (ps) | cells past startpoint |
|---|---|---|---|---|
| worst max-delay path | weights[4] | nodeVal[0][15] | 600 | 77 |
| worst min-delay path | nodeVal[3][15] | nodeVal[0][15] | 2090 | 11 |
| worst max register to register | nodeVal[0][1] | nodeVal[0][15] | 8100 | 52 |
| worst min register to register | nodeVal[3][15] | nodeVal[0][15] | 2090 | 11 |
| max in group asynchronous | reset | nodeVal[1][14] | 14640 | 3 |
| min in group asynchronous | reset | nodeVal[2][6] | 4410 | 2 |
==> stage by stage <==
stage / cell area (µm²) / hold WS (ps)
6_report: 106000 / 2090
3_3_place_gp: 104000 / 2160
5_1_grt: 106000 / 2270
4_1_cts: 104000 / 2170
3_5_place_dp: 104000 / 2150
2_1_floorplan: 91600 / 1530
==> layer usage <==
metal  vias to the layer above  routed length (µm)  global-route usage (%)  share of wire [%]
li1                      34100                   -                       -                  -
met1                     35100              105000                    23.5                 43
met2                      2026              113000                    27.2                 47
met3                       220               19800                    5.53                8.1
met4                        12                4640                    2.54                1.9
met5                         -                 210                   0.141              0.086
==> cell usage in the layout (no fill, tap or decap), types with 31 or more instances in the layout <==
master,n
and2_1,522
a21o_1,68
xor2_1,43
dfrtp_1,60
a21oi_2,54
xnor2_1,237
o21ai_1,31
ha_4,35
clkdlybuf4s50_1,127
nand3_1,246
nand2_1,1534
o21bai_1,60
nor3_1,68
a31oi_1,58
nand4_1,70
nor2_1,257
buf_4,1046
inv_1,2241
ha_1,1111
mux2_2,61
a211oi_1,40
fa_1,1945
o21ai_0,165
o21a_1,62
nor4b_1,38
a21oi_1,271
nand2b_1,101
o211ai_1,56
nor2b_1,72
==> what timing repair did <==
item,CTS,global route
hold endpoints to repair,0,0
hold buffers,0,0
endpoints found under the setup margin,18,29
pin swaps,24,175
cloned,0,1
buffers inserted,10,35
gates resized,51,285
==> logic make-up after synthesis <==
group	Yosys count	synth area share, %
and+or+nand+nor	3096	16.2
buffers and inverters	2793	11.4
adders and majority gates	3114	58.6
DFF	64	1.75
AOI/OAI and AO/OA	1127	8.10
muxes	81	0.968
xor gates and xnor gates	308	3.01
